==> ./design.v <==
module full_add_sub #(
    parameter WIDTH=8)
    (input [WIDTH-1:0] a_in,
    input [WIDTH-1:0] b_in,
    input sel,
    output logic [WIDTH-1:0] sum_diff,
    output logic c_out 
    );
    always_comb
	begin
		if (sel)
        	{c_out,sum_diff} = a_in - b_in;
		else
			{c_out,sum_diff} = a_in + b_in;        
	end
endmodule
==> ./run.sh <==
#!/bin/bash
# OpenROAD 26Q1-2900-gdf79404cd8, Yosys 0.63+post, stock flow scripts
make -C /OpenROAD-flow-scripts/flow DESIGN_CONFIG=/design/flow/config.mk WORK_HOME=/design/flow/orfs finish
==> ./config.mk <==
export PLATFORM = sky130hd
export DESIGN_NAME = full_add_sub
export DESIGN_NICKNAME = full_add_sub
export VERILOG_FILES = /design/flow/design.v
export SDC_FILE = /design/flow/constraint.sdc
export NUM_CORES = 4
export LEC_CHECK = 1
export CORE_AREA = 10 10 70 70
export DIE_AREA = 0 0 80 80
==> ./constraint.sdc <==
current_design full_add_sub

set clk_period 6.3
set clk_io_pct 0.2

create_clock -name clk0 -period $clk_period

set non_clock_inputs [all_inputs -no_clocks]
set_input_delay [expr $clk_period * $clk_io_pct] -clock clk0 $non_clock_inputs
set_output_delay [expr $clk_period * $clk_io_pct] -clock clk0 [all_outputs]
==> GITHUB_STEP_SUMMARY <==
### Flow metrics

| Metric | Value |
|---|---|
| Area growth from synthesis to layout | 54.8% |
| Final setup viols | 0 |
| Hold Slack | 3.51 ns |
| Share of the synthesized area in the top cell type | 20.1% |
| Cts-stage hold buffer count | 0 |
| CP startpoint kind | primary input |
| Die Size | 0.00640 mm² |
| Max Slew Vio Count | 0 |
| Cell count after synthesis | 72 |
| Total number of vias | 563 |
| Antenna Cells | 0 |
| Flip-flops | 0 |
| Gpl congestion | 0.808 |
| First-iteration detailed-routing DRC count | 26 |
| Setup TNS | 0 ns |
| RSZ-0062 raised after global routing | false |
| Dpl cells | 143 |
| Syn avg cell area | 7.77 µm² |
| CP endpoint kind | primary output |
| DR WL/cell | 10.3 µm |
| Routed Antenna Nets | 0 |
| Total power | 108 µW |
| Seq share, synth | 0% |
| Yosys cell count | 72 |
| Pre-Repair DR Iteration Count | 4 |
| IO Count | 26 |
| Final hold viol count | 0 |
| Worst Setup SP | b_in[0] |
| Clock Buffer Count | 0 |
| # Post-CTS Setup Buffers | 0 |
| Final WL | 1470 µm |
| Post-Layout Cell Count | 143 |
| First-pass GRT wire length | 2560 µm |
| Cell Pwr Density | 125 mW/mm² |
| Final period util | 83.3% |
| Slew @ Worst Pin | 0.292 ns |
| Crit path DAT | 3.99 ns |
| Leak | 0.000364 µW |
| Tmin final | 5.25 ns |
| Hold Path Class | in2out |
| Maximum VDD drop | 27.5 µV |
| Die height | 80 µm |
| Post-CTS Resized | 0 |
| Aggregate global-route resource usage | 4.76% |
| Max cap viols | 0 |
| Count of cell types in the netlist | 28 |
| Area contributors post-synth | ha_1 20%, xnor2_1 14%, inv_1 6.0% |
| Number of global-route vias before repair | 582 |
| Outcome | completed |
| Layout cell share with drive strength beyond 1 | 7.22% |
| Log Warnings | 32 |
| Fmax | 0.191 GHz |
| Synthesized area | 559 µm² |
| Area leader, netlist | ha_1 |
| # rows | 21 |
| Warnings, synthesis | 1 |
| Synthesis area per yosys | 559 µm² |
| Critical path type | in2out |
| Grt total ovfl | 0 |
| Crit path DRT | 5.04 ns |
| Routed vias/inst | 3.94 |
| Antenna violations before repair | 0 |
| Die W | 80 µm |
| Final core occ | 25.3% |
| Pre-Place Util | 16.4% |
| # DRC | 0 |
| Slew headroom | 80.4% |
| Largest net degree at the start of global routing | 9 |
| Placeable Area | 0.00342 mm² |
| Storage element area | 0 µm² |
| CP Max Fanout | 4 |
| Min-delay src | a_in[0] |
| I/O Buffers | 26 |
| Dpl hpwl | 1390 µm |
## layout by cell type, fill, tap and decap left out
cell,Yosys,final
ha_1,9,9
clkdlybuf4s50_1,0,26
nand3b_1,1,1
a32oi_2,1,1
o21a_1,2,2
o2111ai_1,1,1
fa_1,1,1
nand2_1,2,2
o21ai_0,4,4
inv_1,9,9
o21bai_1,1,1
nor3_2,1,1
a31oi_2,1,1
nor3_4,1,1
o2111ai_2,1,1
a21o_1,2,2
nor3_1,3,3
mux2_2,1,1
xnor2_1,9,9
xor2_1,3,3
and3_1,1,1
nor2_1,8,8
nand2b_1,1,1
mux2i_1,1,1
nor2b_4,1,1
nor2b_1,1,1
a31oi_1,1,1
a21oi_1,4,4
## power breakdown
part,internal (µW),switching [µW],leakage [µW]
Sequential,0,0,0
Combinational,67.1,40.7,0.000364
Clock,0,0,0
Total,67.1,40.7,0.000364
## worst max-delay path, stage by stage
cell and delay [ns]:
clkdlybuf4s50_1 0.52, inv_1 0.06, ha_1 0.28, mux2_2 0.29, fa_1 0.47, nor2b_4 0.15, o2111ai_2 0.13, a32oi_2 0.21
xnor2_1 0.14, clkdlybuf4s50_1 0.49
## through the flow
step | setup WS, ns | area, µm²
final | 1.05 | 866
after global routing | 0.885 | 866
after CTS | 1.02 | 866
after detailed placement | 1.02 | 866
after global placement | 1.05 | 866
after floorplan | 2.20 | 559
## cells in the mapped netlist, types with 2 or more instances
cell type,n
a21o_1,2
inv_1,9
a21oi_1,4
nor2_1,8
xor2_1,3
ha_1,9
o21a_1,2
o21ai_0,4
nand2_1,2
nor3_1,3
xnor2_1,9
## layer usage
metal | part of all wire, % | GRT usage, % | vias to the layer above | routed length (µm)
met1 | 43 | 6.02 | 243 | 640
li1 | - | - | 302 | -
met4 | 0 | 0 | 0 | 0
met2 | 44 | 7.78 | 18 | 655
met3 | 12 | 2.05 | 0 | 177
met5 | 0 | 0 | - | 0
## layout make-up
type | count | area, µm²
fillers | 388 | 2550
inverters | 9 | 33.8
multi-input cells | 62 | 514
well taps | 46 | 57.6
repair buffers | 26 | 260
## path summary, 6_finish.rpt
path	cells after the start	end	slack, ns
worst min-delay path	5	sum_diff[0]	3.51
worst max-delay path	10	c_out	1.05
## logic make-up after synthesis
group                    Yosys count  share of synthesized area, %
buffers and inverters             10                          8.05
multiplexers                       2                          3.80
AND/OR/NAND/NOR                   20                          21.3
adder cells (fa/ha/maj)           10                          23.7
AND-OR/OR-AND                     18                          24.4
XOR/XNOR                          12                          18.8
No activity file was given, so power comes from the tool's default toggle rates.
