==> ./run.sh <==
#!/bin/bash
# OpenROAD 26Q1-2900-gdf79404cd8, Yosys 0.63+post, stock flow scripts
make -C /OpenROAD-flow-scripts/flow DESIGN_CONFIG=/design/flow/config.mk WORK_HOME=/design/flow/orfs finish
==> ./design.v <==
module alu(
    input   [7:0]	in_a,			 
    input	[7:0]	in_b,			 
    input	[3:0]	opcode,		 
    output reg	[7:0]	alu_out,	 
    output reg		alu_zero,	 
    output reg		alu_carry	 
    );
    parameter c_add = 4'h1;
    parameter c_sub = 4'h2;
    parameter c_inc = 4'h3;
    parameter c_dec = 4'h4;
    parameter c_or = 4'h5;
    parameter c_and = 4'h6;
    parameter c_xor = 4'h7;
    parameter c_shr = 4'h8;
    parameter c_shl = 4'h9;
    parameter c_onescomp = 4'ha;
    parameter c_twoscomp = 4'hb;
    logic [7:0] temp_onescomp;
    logic [7:0] alu_result;
    logic carry_out, zero_bit;
    assign alu_out = alu_result;
    assign alu_carry = carry_out;
    assign alu_zero = zero_bit;
    always_comb
    begin
        unique case (opcode)
            c_add:
            begin
                {carry_out,alu_result} = in_a + in_b;
            end
            c_sub:
            begin
                {carry_out,alu_result} = in_a - in_b;
            end
            c_inc:
            begin
                {carry_out,alu_result} = in_a + 1;
            end
            c_dec:
            begin
                {carry_out, alu_result} = in_a - 1;
            end
            c_or:
            begin
                alu_result = in_a|in_b;
                carry_out = 1'b0;
            end
            c_and:
            begin
                alu_result = in_a&in_b;
                carry_out = 1'b0;
            end
            c_xor:
            begin
                alu_result = in_a^in_b;
                carry_out = 1'b0;
            end
            c_shr:
            begin
                alu_result = in_a >> 1;
                carry_out = 1'b0;
            end
            c_shl:
            begin                  
                alu_result = in_a << 1;
                carry_out = in_a[7];
            end
            c_onescomp:
            begin
                alu_result = in_a^8'hff;
                carry_out = 1'b0;
            end
            c_twoscomp:
            begin
                temp_onescomp = in_a^8'hff;
                {carry_out,alu_result} = temp_onescomp + 1;
            end
        endcase
        if(alu_result == '0)
            zero_bit = 1;
        else
            zero_bit = 0;
    end
endmodule
==> ./config.mk <==
export PLATFORM = sky130hd
export DESIGN_NAME = alu
export DESIGN_NICKNAME = alu
export VERILOG_FILES = /design/flow/design.v
export SDC_FILE = /design/flow/constraint.sdc
export NUM_CORES = 4
export LEC_CHECK = 1
export CORE_AREA = 10 10 97 97
export DIE_AREA = 0 0 107 107
export SYNTH_HDL_FRONTEND = slang
==> ./constraint.sdc <==
current_design alu

set clk_period 3.6
set clk_io_pct 0.2

create_clock -name clk0 -period $clk_period

set non_clock_inputs [all_inputs -no_clocks]
set_input_delay [expr $clk_period * $clk_io_pct] -clock clk0 $non_clock_inputs
set_output_delay [expr $clk_period * $clk_io_pct] -clock clk0 [all_outputs]
==> results_slide.txt <==
Implementation Results

Synthesis
  • Syn avg cell area: 6.98 um2
  • Main logic family: AND-OR/OR-AND gates
  • Post-Synth AOI/OAI Area: 0.359
  • Mux cell area share: 0.0360
  • Yosys simple share: 0.278
  • Mapped Area: 0.00198 mm2
  • Netlist cell types: 64
  • Number of standard cells reported by yosys: 284
  • Synth Instances: 284
  • XORs/XNORs by Area: 0.0177
  • Adder Share, Synth: 0.209
  • Yosys stat area: 0.00198 mm2
  • Yosys synthesis warning count: 0
  • Seq share, synth: 0

Layout
  • Clkbuf count: 0
  • Register area: 0 um2
  • Non-filler cells in the finished layout: 544
  • Layout area overhead: 105%
  • Layout cells sized above 1: 0.596
  • Finished Cell Area: 0.00407 mm2
  • Registers: 0

Global route
  • Largest net degree at the start of global routing: 16
  • Tot GR Track Use: 0.143
  • GRT overflow: 0
  • First-pass GRT wire length: 13,800 um
  • Vias in the first global route: 2,745
  • Initial antenna violation count: 0

Pwr
  • Peak supply drop: 0.0908 mV
  • Pwr dens: 148 mW/mm2
  • Overall power: 0.000603 W
  • Leak: 1.79 nW

Route
  • Final wirelength: 8870 um
  • Antenna Cells: 0
  • WL/cell: 16.3 um
  • Vias: 2,938
  • Vias per cell: 5.40
  • 1st-iter DRT viols: 254
  • DRT Pass-1 Iters: 5
  • DRC violations left: 0
  • Antenna-violating nets left: 0

Final timing
  • RSZ-0062 raised after global routing: true
  • Achievable Freq: 0.271 GHz
  • Final worst-path cycle share: 1.02
  • Max-slew violation count: 0
  • Final Hold Viols: 0
  • Worst relative slew slack: 0.744
  • Worst-Margin Slew: 383 ps
  • Final setup violation count: 2
  • Final TNS setup: -87.8 ps
  • Min Tclk post-route: 3690 ps
  • Final setup margin: -86.4 ps

Floorplanning
  • Die Area: 0.0114 mm2
  • Core area: 0.00729 mm2
  • Io pins: 30
  • Die H: 107 um
  • Die x size: 107 um
  • Starting Density: 0.272
  • Row cnt: 31

Setup path
  • CP required: 2880 ps
  • Worst setup EP type: primary output
  • Crit Path Category: in -> out
  • CP peak stage delay: 550 ps
  • WP data arrival: 2970 ps
  • Worst Setup Start Kind: input port
  • Crit-path slowest cell: or4b_4
  • CP max FO: 3
  • Crit path cell chain: buf_8 -> inv_4 -> buf_6 -> ha_4 -> a211oi_2 -> o21bai_1 -> a21oi_2 -> a221o_1 -> a22o_1 -> or4b_4 -> nor4_4 -> buf_2

Placed design
  • DP Cell Count: 502
  • Placed Area: 0.00311 mm2
  • Post-DP HPWL: 6090 um
  • RD Place Congestion: 0.920
  • IO Port Bufs: 30

Run status
  • Failing checks: setup timing
  • Status: complete, but fails checks

Min path
  • Hold WC Path Type: in -> out

Run
  • Maxcap violations: 0
  • Tool warnings: 54

Clocking
  • Cts hold-fix bufs: 0
-- cells in the final DEF (no fill, tap or decap), types with 8 or more instances in the layout --
cell	synthesis	final
ha_4	0	14
buf_2	9	9
ha_1	30	15
nand2_1	13	11
clkdlybuf4s50_1	0	8
inv_1	23	8
o21ai_0	22	16
nand3_1	14	12
buf_6	2	22
a21oi_1	21	14
nor2_1	20	20
buf_4	4	126
inv_2	1	12
-- logic make-up after synthesis --
family	Yosys count
AND/OR/NAND/NOR	96
buffers and inverters	42
XOR/XNOR	4
AND-OR/OR-AND	103
adder cells (fa/ha/maj)	32
multiplexers	7
-- final cells by class --
class,instances,area [um2]
inverter,24,100
timing repair buffer,179,1480
fill,603,3220
tap,99,124
multi-input combinational,242,2370
-- stage by stage --
stage          setup slack, ps  hold WS (ps)  utilization
6_report                 -86.4          2130        0.558
4_1_cts                   -171          2340        0.529
3_5_place_dp             -1020          2650        0.427
2_1_floorplan             14.2          1570            -
5_1_grt                   -167          2180        0.558
3_3_place_gp              -945          2640        0.427
-- synth_stat cells, drive strengths merged, types with 3 or more instances --
master	number	area, um2
nor3	6	30.0
buf	15	97.6
nand3	14	70.1
nand2b	7	43.8
a21oi	22	114
mux2i	6	60.1
or2	3	18.8
o21ai	24	120
o21bai	3	22.5
nor2	20	75.1
nand4	3	18.8
nor4	3	46.3
and2	5	31.3
ha	30	375
clkbuf	3	11.3
a2111oi	3	38.8
o31ai	5	37.5
nand2	13	48.8
inv	24	90.1
o211ai	4	30.0
a221oi	3	26.3
o22ai	3	18.8
a21o	5	38.8
nor2b	3	18.8
a211oi	6	45.0
and3	8	50.1
o221ai	5	43.8
-- power breakdown --
group | switching, W | internal (W)
sequential | 0 | 0
combinational | 0.000274 | 0.000328
clock | 0 | 0
-- worst max-delay path, delay by kind of cell --
family          cells  cell delay (ps)
compound gates      5              950
fa+ha+maj           1              270
buf+inv             4              340
simple gates        2              690
-- path summary, 6_finish.rpt --
| check | from | to | cells past startpoint |
|---|---|---|---|
| max | in_a[1] | alu_zero | 12 |
| min | in_b[4] | alu_out[4] | 7 |
-- repair_timing --
| item | CTS | global route |
|---|---|---|
| hold endpoints to repair | 0 | 0 |
| setup buffers | 36 | 8 |
| gates resized | 159 | 64 |
| gates cloned | 2 | 0 |
| endpoints found under the setup margin | 10 | 7 |
| pin swaps | 52 | 41 |
-- layer usage --
metal / share of wire / track usage / wire length (um) / up-vias
met5: 0 / 0 / 0 / -
met4: 0.018 / 0.0145 / 157 / 0
met3: 0.079 / 0.0109 / 703 / 15
met2: 0.44 / 0.222 / 3880 / 157
met1: 0.47 / 0.215 / 4130 / 1372
li1: - / - / - / 1394
Power and IR drop assume default switching activity.
